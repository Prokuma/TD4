==> flow/design.v <==
module ALU (
	input [3:0] INPUT,
	input [3:0] IM,
	output [3:0] OUTPUT,
	output CFLAG
);
reg [4:0] RESULT;
assign OUTPUT = RESULT[3:0];
assign CFLAG = RESULT[4];
always @* begin
	RESULT <= INPUT+ IM;
end
endmodule
module DE0_CV_golden_top (
      input              CLOCK_50,
      output     [9:0]  LEDR,
      input       [9:0]  SW
);
reg [25:0] cnt;
always @(posedge CLOCK_50) begin
	if (cnt==26'd4_999_999)
		cnt <= 26'b0;
	else
		cnt <= cnt + 26'b1;
end
TD4 TD4(.CLK(cnt==26'd4_999_999), .IN(SW[3:0]), .OUT(LEDR[3:0]));
endmodule 
module DECODER(
	input [7:0] COMMAND,
	input CFLAG,
	output [3:0] IM,
	output reg [3:0] LOAD,
	output reg [1:0] SEL
);
assign IM = COMMAND[3:0];
always @* begin
	case (COMMAND[7:4])
		4'b0011: begin SEL <= 2'b11; LOAD <= 4'b0001; end
		4'b0111: begin SEL <= 2'b11; LOAD <= 4'b0010; end
		4'b0001: begin SEL <= 2'b01; LOAD <= 4'b0001; end
		4'b0100: begin SEL <= 2'b00; LOAD <= 4'b0010; end
		4'b0000: begin SEL <= 2'b00; LOAD <= 4'b0001; end
		4'b0101: begin SEL <= 2'b01; LOAD <= 4'b0010; end
		4'b0010: begin SEL <= 2'b10; LOAD <= 4'b0001; end
		4'b0110: begin SEL <= 2'b10; LOAD <= 4'b0010; end
		4'b1011: begin SEL <= 2'b11; LOAD <= 4'b0100; end
		4'b1001: begin SEL <= 2'b01; LOAD <= 4'b0100; end
		4'b1111: begin SEL <= 2'b11; LOAD <= 4'b1000; end
		4'b1110: if (!CFLAG) begin SEL <=2'b11; LOAD <= 4'b1000; end else begin SEL <= 2'bxx; LOAD <= 4'b0000; end
	endcase
end
endmodule
module REG (
	input CLK,
	input LOAD,
	input CNT,
	input [3:0] IN,
	output reg [3:0] OUT
);
always @(posedge CLK) begin
	if (LOAD)
		OUT <= IN;
	else
		if (CNT)
			if (OUT == 4'b1111)
				OUT <= 4'b0000;
			else
				OUT <= OUT + 4'b0001;
		else
			OUT <= OUT;
end
endmodule
module ROM (
	input [3:0] ADDR,
	output reg [7:0] COMMAND
);
always @* begin
	case (ADDR)
		4'b0000: COMMAND <= 8'b10110111;
		4'b0001: COMMAND <= 8'b00000001;
		4'b0010: COMMAND <= 8'b11100001;
		4'b0011: COMMAND <= 8'b00000001;
		4'b0100: COMMAND <= 8'b11100011;
		4'b0101: COMMAND <= 8'b10110110;
		4'b0110: COMMAND <= 8'b00000001;
		4'b0111: COMMAND <= 8'b11100110;
		4'b1000: COMMAND <= 8'b00000001;
		4'b1001: COMMAND <= 8'b11101000;
		4'b1010: COMMAND <= 8'b10110000;
		4'b1011: COMMAND <= 8'b10110100;
		4'b1100: COMMAND <= 8'b00000001;
		4'b1101: COMMAND <= 8'b11101010;
		4'b1110: COMMAND <= 8'b10111000;
		4'b1111: COMMAND <= 8'b11111111;
	endcase
end
endmodule
module SELECTOR (
	input [3:0] REGA,
	input [3:0] REGB,
	input [3:0] IN,
	input [1:0] SEL,
	output reg [3:0] OUT
);
always @* begin
	case (SEL)
		2'b00: OUT <= REGA;
		2'b01: OUT <= REGB;
		2'b10: OUT <= IN;
		2'b11 : OUT <= 4'b0000;
	endcase
end
endmodule
module TD4(
	input CLK,
	input [3:0] IN,
	output [3:0] OUT
);
wire [1:0] SEL;
wire [3:0] LOAD, REGA_OUT, REGB_OUT, ADDR, SEL_OUT, IM, ALU_OUT;
wire [7:0] COMMAND;
reg CFLAG_IN;
wire CFLAG_OUT;
REG REG_A(.CLK(CLK), .LOAD(LOAD[0]), .IN(ALU_OUT), .CNT(0), .OUT(REGA_OUT));
REG REG_B(.CLK(CLK), .LOAD(LOAD[1]), .IN(ALU_OUT), .CNT(0), .OUT(REGB_OUT));
REG REG_O(.CLK(CLK), .LOAD(LOAD[2]), .IN(ALU_OUT), .CNT(0), .OUT(OUT));
REG REG_P(.CLK(CLK), .LOAD(LOAD[3]), .IN(ALU_OUT), .CNT(1), .OUT(ADDR));
SELECTOR SELECTOR (.REGA(REGA_OUT), .REGB(REGB_OUT), .IN(IN), .SEL(SEL), .OUT(SEL_OUT));
ROM ROM(.ADDR(ADDR), .COMMAND(COMMAND));
ALU ALU(.INPUT(SEL_OUT), .IM(IM), .OUTPUT(ALU_OUT), .CFLAG(CFLAG_OUT));
DECODER DECODER(.COMMAND(COMMAND), .CFLAG(CFLAG_IN), .IM(IM), .LOAD(LOAD), .SEL(SEL));
always @(posedge CLK) begin
	CFLAG_IN <= CFLAG_OUT;
end
endmodule
==> flow/run.sh <==
#!/bin/bash
# OpenROAD 26Q1-2900-gdf79404cd8, Yosys 0.63+post, stock flow scripts
make -C /OpenROAD-flow-scripts/flow DESIGN_CONFIG=/design/flow/config.mk WORK_HOME=/design/flow/orfs finish
==> flow/config.mk <==
export PLATFORM = sky130hd
export DESIGN_NAME = DE0_CV_golden_top
export DESIGN_NICKNAME = DE0_CV_golden_top
export VERILOG_FILES = /design/flow/design.v
export SDC_FILE = /design/flow/constraint.sdc
export NUM_CORES = 4
export LEC_CHECK = 1
export CORE_UTILIZATION = 40
==> flow/constraint.sdc <==
current_design DE0_CV_golden_top

set clk_period 4.2
set clk_io_pct 0.2

create_clock -name clk0 -period $clk_period [get_ports {CLOCK_50}]

set non_clock_inputs [all_inputs -no_clocks]
set_input_delay [expr $clk_period * $clk_io_pct] -clock clk0 $non_clock_inputs
set_output_delay [expr $clk_period * $clk_io_pct] -clock clk0 [all_outputs]
==> flow_summary_export.csv <==
group,metric,value,unit
sta,hold_viol,0,
synth,largest_area_cell,"dfxtp_1",
synth,syn_inst,236,
cts,numCtsBuffers,3,
detailed_routing,routed_wl,3635,um
cts,h-tree-depth,1,
sta,hold_ws,0.4706,ns
worst_setup_path,r2r_slack,2.32,ns
global_routing,antenna_found_initial,0,
detailed_routing,route.detailed.drc,0,
sta,worstMarginPinSlew,0.6306,ns
finish,layout-drive-gt1-share,5.761,%
sta,drv_slew,0,
synth,yosysTopAreaCellShare,31.39,%
worst_setup_path,critical-path-top-delay-family,"simple AND/OR/NAND/NOR gates",
sta,slew_headroom,57.96,%
detailed_routing,vias,1516,
placed_design,placed_area,2557,um^2
synth,synth_area_per_cell,10.27,um^2
worst_setup_path,required,4.35,ns
worst_setup_path,worst-path-buf-inv,1,
placed_design,dp_hpwl,2727,um
cts,root_buffer,"clkbuf_8",
detailed_routing,route.met2.wl,1563,um
power_and_ir_drop,p_seq_share,60.7,%
cts,clk_latency,0.26,ns
power_and_ir_drop,irDropWorstVdd,0.1396,mV
finish,finalInstanceArea,2613,um^2
sta,fmax,530.9,MHz
sta,finClkSkew,0.004626,ns
worst_setup_path,critPathMostFrequentCell,"nand4_1",
synth,ys_types,39,
synth,synth_area,2424,um^2
detailed_routing,vias_per_cell,4.813,
cts,cts-hold-fix-buffers,0,
detailed_routing,initialDrtViolationCount,38,
global_routing,overflow,0,
cts,cts_tree,"yes",
detailed_routing,antenna_left,0,
worst_setup_path,critPathKind,"reg -> reg",
detailed_routing,first_pass_iters,4,
placed_design,gp_congestion,0.7692,
power_and_ir_drop,netSwitchingPower,72.79,uW
synth,ys_warn_count,17,
flow_run,maxCapViolations,0,
floorplan,boundaryPins,21,
placed_design,io_buffers,8,
floorplan,die_x,79.84,um
power_and_ir_drop,leakage,1.065,nW
global_routing,grtUsageTotal,12.76,%
synth,ys_cells,236,
power_and_ir_drop,combPwrFrac,1.0,%
synth,flop_cell,"dfxtp_1",
cts,clock_path_buffers,2,
worst_setup_path,rr_startpoint,"cnt[18]",
placed_design,dp.cells,311,
power_and_ir_drop,p_int,333.1,uW
floorplan,die-area,6374,um^2
global_routing,grt_pass1_wl,6299,um
power_and_ir_drop,total_power,405.9,uW
worst_setup_path,crit_start,"cnt[18]",
sta,unclocked_regs,30,
worst_setup_path,slowest_delay,0.42,ns
floorplan,dieHeight,79.84,um
global_routing,grt_max_degree,32,
placed_design,pre_cts_ws,2.324,ns
detailed_routing,top_layer,"met3",
worst_setup_path,crit_slowest_cell,"dfxtp_1",
worst_setup_path,r2r_cells,6,
detailed_routing,met3_length,88,um
hold_path,min_path_type,"reg -> reg",
global_routing,grt_pass1_vias,1396,
worst_setup_path,cp.depth,6,
sta,unconstrained_endpoints,46,
worst_setup_path,startpoint_type,"flop",
power_and_ir_drop,p_clk_share,38.4,%
cts,cts_resized,0,
worst_setup_path,endpoint,"cnt[3]",
detailed_routing,met1_length,1983,um
sta,rsz0062_at_grt,"false",
synth,synth-seq-cells,56,
detailed_routing,wire_per_inst,11.54,um
flow_run,warnings,35,
sta,setup_viol,0,
cts,clkTransAtPathRegs,0.08,ns
detailed_routing,antenna_cells,0,
sta,finalCriticalPeriod,1.884,ns
floorplan,core.rowCount,27,
cts,post_cts_buffers,0,
sta,timing.setup.tns,0,ns
synth,async_flop_share,0,%
finish,final_util,46.03,%
finish,syn_to_final_growth,7.796,%
synth,ys_area,2424,um^2
run_status,status,"completed",
sta,fin_crit_sh,44.85,%
power_and_ir_drop,swShare,17.93,%
finish,fillers,536,
worst_setup_path,crit_fanout,31,
floorplan,fp_util,42.70,%
worst_setup_path,crit_path_end_kind,"flop",
worst_setup_path,path_cells,"nand4_1 -> nor4_1 -> nand4_1 -> nor3_2 -> buf_4 -> nor2_1",
worst_setup_path,rr_endpoint,"cnt[3]",
worst_setup_path,worstPathArrival,2.04,ns
floorplan,coreArea,5675,um^2
sta,worst_slack,2.316,ns
power_and_ir_drop,p_per_area,155.4,nW/um^2
synth,edf_count,12,
synth,topCellsByArea,"dfxtp_1, edfxtp_1, ha_1",
finish,layoutNonFillerInstCount,315,
power groups by stage:
stage     Clock, mW  Sequential, mW  Combinational (mW)
4_1_cts       0.166           0.246             0.00398
6_report      0.156           0.246             0.00393
5_1_grt       0.174           0.246             0.00446
cell usage in the layout (no fill, tap or decap), types with 2 or more instances in the layout:
master           count
clkdlybuf4s50_1      8
inv_1               13
conb_1               6
edfxtp_1            12
nor3b_1              3
xor2_1              11
and3_1               6
mux2_2               2
dfxtp_1             38
a21oi_1              8
nor2_1              17
o21ai_0             11
dlxtn_1              6
nor3_1               2
nor4_1               3
nor2b_1              5
a21o_1               2
ha_1                11
clkbuf_8             4
nand2b_1             2
nand4_1             10
nand3_1              9
xnor2_1             14
mux2i_1             10
nand2_1             15
sequential cells by signal (all words and copies together), names as in the netlist:
register,cells
TD4.DECODER.LOAD,4
TD4.REG_A.OUT,4
TD4.REG_B.OUT,4
TD4.CFLAG_IN,1
cnt,26
TD4.DECODER.COMMAND,3
TD4.COMMAND,4
TD4.REG_O.OUT,4
TD4.REG_P.OUT,4
TD4.DECODER.SEL,2
kinds of logic (layout without fill, tap and decap cells):
family | count (synthesis) | in the layout | synth area share (%)
AND/OR/NAND/NOR | 79 | 79 | 17.71
flip-flops | 50 | 50 | 46.26
AND-OR/OR-AND | 27 | 27 | 6.763
XOR/XNOR | 25 | 25 | 9.035
buffers and inverters | 24 | 26 | 4.801
adder cells (fa/ha/maj) | 12 | 12 | 6.505
multiplexers | 12 | 12 | 5.059
latches | 6 | 6 | 3.717
other | 1 | 6 | 0.1547
metal layers:
| metal | global-route usage, % | vias up |
|---|---|---|
| met4 | 0.3571 | 0 |
| met5 | 0 | - |
| met2 | 19.83 | 18 |
| met1 | 20.89 | 681 |
| li1 | - | 817 |
| met3 | 1.392 | 0 |
layout make-up:
cell class	instances	area (um^2)	area share (%)
Inverter	13	48.80	1.868
Multi-Input combinational cell	161	1120	42.86
Timing Repair Buffer	9	87.58	3.352
Tap cell	72	90.09	3.448
Sequential cell	56	1211	46.36
Clock buffer	4	55.05	2.107
how the worst min path moves through the flow:
| stage | from | endpoint | slack [ns] | depth (start not counted) |
|---|---|---|---|---|
| finish | cnt[25] | cnt[25] | 0.47 | 1 |
| global route | cnt[25] | cnt[25] | 0.50 | 1 |
| CTS | cnt[25] | cnt[25] | 0.47 | 1 |
synth_stat cells (all sizes together) (3+ instances only):
cell    instances
nand3          10
xor2           11
nor4            4
nor3b           3
xnor2          14
edfxtp         12
nand4          10
dfxtp          38
a21oi          10
dlxtn           6
nand2          15
nor2           17
ha             11
o21ai          12
nor3            3
nor2b           5
buf             9
mux2i          10
inv            13
and3            6
Power and IR drop assume default switching activity.
